## ./design.v

```verilog
module dmem (input  logic        clk, we,
             input  logic[31:0]  a, wd,
             output logic[31:0]  rd);
   logic  [31:0] RAM[63:0];
   assign rd = RAM[a[31:2]];     
   always_ff @(posedge clk)
     if (we)
       RAM[a[31:2]] <= wd;       
endmodule
```

## ./run.sh

```bash
#!/bin/bash
# OpenROAD 26Q1-2900-gdf79404cd8, Yosys 0.63+post, stock flow scripts
make -C /OpenROAD-flow-scripts/flow DESIGN_CONFIG=/design/flow/config.mk WORK_HOME=/design/flow/orfs finish
```

## ./config.mk

```make
export PLATFORM = sky130hd
export DESIGN_NAME = dmem
export DESIGN_NICKNAME = dmem
export VERILOG_FILES = /design/flow/design.v
export SDC_FILE = /design/flow/constraint.sdc
export NUM_CORES = 4
export LEC_CHECK = 1
export CORE_UTILIZATION = 50
```

## ./constraint.sdc

```tcl
current_design dmem

set clk_period 40.2
set clk_io_pct 0.2

create_clock -name clk0 -period $clk_period [get_ports {clk}]

set non_clock_inputs [all_inputs -no_clocks]
set_input_delay [expr $clk_period * $clk_io_pct] -clock clk0 $non_clock_inputs
set_output_delay [expr $clk_period * $clk_io_pct] -clock clk0 [all_outputs]
```

==> qor.csv <==
metric;value;unit
largest_reg_flops;2048;
hold_class;input pin to flop;
ys_top_cells_by_count;2048 x edfxtp_1, 259 x mux2i_1, 188 x a22oi_1;
drtPass1Iterations;7;
hold_path_end;RAM[49][6]$_DFFE_PP_;
ys_area;0.0783;sq mm
cts_buffers;203;
cp.required;32.16;ns
num_rows;144;
largest_area_cell;edfxtp_1;
cts_tree;built;
top_cell;edfxtp_1;
clock.fmax;0.0462;GHz
portBuffers;71;
grt_pass1_vias;43651;
yosysWarnings;1;
dieArea;0.158;sq mm
drt-total-wl;218000;um
grt_util_all_layers;31.4;%
postCtsSetupBuffers;0;
p_per_area;50.1;mW/mm^2
fa_ha_area_share;0;%
mux_share;8.19;%
endpoint_kind;primary output;
antenna_found_initial;20;
async_flop_share;0;%
worstHoldPathCells;1;
die_h;398;um
ys_seq_share;78.6;%
cts.sinks;2048;
drive_gt1_share;18.4;%
clk_pin_slew;0.06;ns
gp_congestion;0.940;
syn_area;0.0783;sq mm
cp.arrival;13.59;ns
synth-edff-count;2048;
min_period;21.63;ns
syn_avg_cell_area;18.6;sq um
antenna_left;0;
compound_area_share;8.73;%
grt_overflow_total;0;
placed_area;0.0822;sq mm
synth_top_area_share;78.6;%
io_pins;98;
slew-limit-headroom;28.0;%
tightest_slew;1.08;ns
warning_count;52;
worstHoldStart;wd[6];
cts_resized;0;
wl_per_cell;33.1;um
worstSetupPathType;input pin to primary output;
ys.flops;2048;
startpoint_type;input pin;
setup_viol;0;
dp_hpwl;123000;um
ir_worst_vdd;43.6;uV
cts_buffer_depth;3;
fin_crit_sh;53.8;%
ys_types;55;
tns;0;ns
synth.logic.top_family;AND-OR/OR-AND gates;
flop_cell;edfxtp_1;
ys_sh_xor;0;%
crit_fanout;52;
ctsHoldBuffers;0;
core_util_floorplan;50.6;%
hold_viol;0;
cts.htree.levels;4;
area_leaders;edfxtp_1 79%, mux2i_1 3.3%, mux4_2 2.8%, mux2_2 2.1%, a221oi_1 2.0%;
synth_cells;4207;
grt_pass1_wl;310000;um
vias;41915;
ys_cells;4207;
status;complete, no violations;
route.detailed.drc;0;
ys_sh_simple;2.83;%
grt_max_degree;87;
root_buffer;clkbuf_16;
syn2layout_area_growth;13.3;%
design_area;0.0887;sq mm
rsz0062_at_grt;false;
die_w;398;um
drv_cap;0;
drv_slew;0;
drt_iter0_drc;2706;
via_per_inst;6.36;
cellLeakagePower;28.4;nW
coreArea;0.155;sq mm
-- layout make-up --
cell class                 count  area (sq um)
timing repair buffer         263          2030
inverter                       2          15.0
tap                         2044          2560
sequential                  2048         61500
antenna                        4          10.0
clock buffer                 253          5350
multi-input combinational   1859         16100
clock inverter               120          1100
fill                       11232         66100
-- layout by cell type, fill, tap and decap left out, types with 77 or more instances in the layout --
cell type and instances:
mux2i_1 259, a221oi_1 175, mux2_2 147, mux4_2 96
a21oi_1 121, a22oi_1 188, and3_1 85, nor2_1 77
edfxtp_1 2048, buf_4 190, o21ai_0 84, o22ai_1 93
clkbuf_16 207
-- per-layer routing --
| metal | up-vias | global-route usage, % | routed length [um] |
|---|---|---|---|
| li1 | 17905 | - | - |
| met1 | 20903 | 41.4 | 71000 |
| met2 | 2650 | 42.8 | 98400 |
| met3 | 423 | 24.5 | 39900 |
| met4 | 34 | 9.31 | 8560 |
| met5 | - | 1.12 | 385 |
-- kinds of logic after synthesis --
| logic type | Yosys count |
|---|---|
| AND-OR/OR-AND | 933 |
| buffers and inverters | 300 |
| flip-flops | 2048 |
| multiplexers | 502 |
| AND/OR/NAND/NOR | 424 |
-- worst max path at each step --
stage / from / endpoint / slack [ns] / depth (start not counted)
final: a[2] / rd[28] / 18.57 / 13
after global routing: a[2] / rd[20] / 18.33 / 13
after CTS: a[2] / rd[20] / 18.66 / 13
-- through the flow --
stage | power [mW] | hold WS, ns | setup slack [ns] | utilization, % | cells
after global placement | 2.66 | 8.29 | 18.64 | 53.1 | 6216
after floorplan | 2.53 | 8.14 | 22.01 | - | 4207
after detailed placement | 2.66 | 8.29 | 18.71 | 53.1 | 6216
after global routing | 4.57 | 7.41 | 18.33 | 57.3 | 6589
after CTS | 4.47 | 7.40 | 18.66 | 57.3 | 6589
final | 4.44 | 7.45 | 18.57 | 57.3 | 6593
-- critical path: stages --
cell and delay (ns):
buf_8 0.49, buf_4 0.59, buf_4 0.52, buf_4 0.51, nand2b_4 0.48, nor2_2 0.43, buf_4 0.44, a22oi_1 0.15
a31oi_1 0.57, a2111oi_0 0.15, buf_4 0.20, nand3_1 0.27, clkdlybuf4s50_1 0.62
-- power by group --
group          switching, mW  total [mW]  internal, mW
Clock                  0.791        1.83          1.03
Sequential           0.00288        2.37          2.36
Combinational          0.175       0.251        0.0754
Power is estimated from default activity; no workload was simulated.
