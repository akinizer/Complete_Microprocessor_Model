==> flow/design.v <==
module pulse_controller(
	input  logic CLK, sw_input, clear,
	output logic clk_pulse );
	 logic [2:0] state, nextstate;
	 logic [20:0] CNT; 
	 logic cnt_zero; 
	always_ff @ (posedge CLK, posedge clear)
	   if(clear)
	    	state <=3'b000;
	   else
	    	state <= nextstate;
	always_comb
          case (state)
             3'b000: begin if (sw_input) nextstate = 3'b001; 
                           else nextstate = 3'b000; clk_pulse = 0; end	     
             3'b001: begin nextstate = 3'b010; clk_pulse = 1; end
             3'b010: begin if (cnt_zero) nextstate = 3'b011; 
                           else nextstate = 3'b010; clk_pulse = 0; end
             3'b011: begin if (sw_input) nextstate = 3'b011; 
                           else nextstate = 3'b100; clk_pulse = 0; end
             3'b100: begin if (cnt_zero) nextstate = 3'b000; 
                           else nextstate = 3'b100; clk_pulse = 0; end
            default: begin nextstate = 3'b000; clk_pulse = 0; end
          endcase
	always_ff @(posedge CLK)
	   case(state)
		3'b001: CNT <= 4000000;
		3'b010: CNT <= CNT-1;
		3'b011: CNT <= 4000000;
		3'b100: CNT <= CNT-1;
	   endcase
	assign cnt_zero = ~|CNT;
endmodule
==> flow/run.sh <==
#!/bin/bash
# OpenROAD 26Q1-2900-gdf79404cd8, Yosys 0.63+post, stock flow scripts
make -C /OpenROAD-flow-scripts/flow DESIGN_CONFIG=/design/flow/config.mk WORK_HOME=/design/flow/orfs finish
==> flow/config.mk <==
export PLATFORM = sky130hd
export DESIGN_NAME = pulse_controller
export DESIGN_NICKNAME = pulse_controller
export VERILOG_FILES = /design/flow/design.v
export SDC_FILE = /design/flow/constraint.sdc
export NUM_CORES = 4
export LEC_CHECK = 1
export CORE_UTILIZATION = 30
==> flow/constraint.sdc <==
current_design pulse_controller

set clk_period 4.2
set clk_io_pct 0.2

create_clock -name clk0 -period $clk_period [get_ports {CLK}]

set non_clock_inputs [all_inputs -no_clocks]
set_input_delay [expr $clk_period * $clk_io_pct] -clock clk0 $non_clock_inputs
set_output_delay [expr $clk_period * $clk_io_pct] -clock clk0 [all_outputs]
==> results_slide.txt <==
Flow Results at a Glance

STA
  – Setup violations, final: 0
  – Setup repair after global routing missed its margin: false
  – Rel. slew slack: 59.7%
  – Post-route clock period utilization: 49.0%
  – Worst Clk Skew: 3.76 ps
  – Slew at the pin closest to its max-slew limit: 599 ps
  – Endpoints failing hold: 0
  – Shortest clock period the worst path allows after layout: 2060 ps
  – Setup TNS: 0 ps
  – Highest Clock Rate: 486 MHz
  – Total count of max-transition violations in the final report: 0

Clocking
  – Clock buffers created by TritonCTS: 3
  – Longest Clk Path Bufs: 2
  – TritonCTS clock tree: done
  – H-tree depth reported by CTS: 1
  – Clock transition at the register clock pins on the worst setup and hold paths after CTS: 80 ps
  – Buffers inserted during post-CTS setup optimization: 0
  – CTS resizes: 0
  – CTS root buf: sky130_fd_sc_hd__clkbuf_8
  – CTS Hold Bufs: 0
  – Latency at later pin: 260 ps
  – Number of clock sinks seen by CTS: 26

Cells and area
  – Syn-to-layout area delta: 10.9%
  – Utilization after layout: roughly 34%
  – Final-layout fill cell count: 405
  – Final instance area: 0.00150 mm²
  – Share of layout cells above drive strength 1: 13.3%
  – Non-filler instance count after layout: 180
  – Sequential cell area in the final layout: 757 µm²
  – Logic area: 574 µm²

Critical path
  – CP max-delay cell: sky130_fd_sc_hd__edfxtp_1
  – Type of the setup path with the least slack: flip-flop to flip-flop
  – Worst Path Required: ~4400 ps
  – Reg2Reg Depth: 6
  – Highest net fanout along the worst path: 8
  – Longest individual stage delay on the worst path: ~450 ps
  – Data arrival, critical path: around 2200 ps
  – Worst path cell trace: inv_1, ha_1, nor3b_2, nand4_2, or3_1, a22o_1
  – Instance count on the critical path: 6
  – Critical Path End Type: flip-flop
  – Critical path launch point type: flip-flop
  – CP bufs+invs: 1
  – Family with the most delay on the worst path: simple AND/OR/NAND/NOR gates

Floorplan
  – Site Rows: 24
  – Effective utilization at floorplan: a little under a third
  – Core Region: 0.00435 mm²
  – Total Die Area: roughly 0.0048 mm²
  – Die Y: 69.2 µm
  – Boundary Pins: 4
  – Horizontal die dimension: between 60 and 70 µm

Power
  – Tot Pwr: 0.000414 W
  – Peak supply drop: 0.0000908 V
  – Power per cell area: around 280 mW/mm²
  – Static leakage power: 0.502 nW

Worst hold path
  – Type of the most critical hold path: flip-flop to flip-flop
  – Worst Hold Path Cells: 1

Synthesis
  – Number of library cell types mapped by synthesis: 34
  – Gate count of the mapped netlist: 121
  – Cell type with the largest total area after synthesis: sky130_fd_sc_hd__edfxtp_1
  – Flops after synth: 26
  – Yosys stat chip area: 0.00135 mm²
  – Number of synthesis warnings: 1
  – Post-synthesis sequential area ratio: a little under three fifths
  – Avg Synthesized Cell Area: around 11 µm²
  – Largest type area fraction: between 40% and 50%
  – Synthesized cell area: 0.00135 mm²
  – Main area contributors after synthesis: sky130_fd_sc_hd__edfxtp_1 47%, sky130_fd_sc_hd__dfrtp_1 7.4%, sky130_fd_sc_hd__nor2_1 5.0%
  – Cell total in the yosys stat output: 121

Status
  – Outcome: finished, final reports clean

Global route
  – Pin count of the biggest net entering global routing: 22
  – Via count of the first global-routing pass: 873
  – First-pass GRT wire length: 3820 µm
  – Antenna violations before repair: 0
  – Total global routing track utilization: 9.95%
  – Gr ovfl total: 0

Place
  – Count of buffers inserted at the top-level ports: 3
  – Detailed placement HPWL: approximately 1600 µm
  – Last weighted congestion value of the routability-driven placer: 0.868
  – Placed inst area: 0.00146 mm²
  – Post-Place Cells: 176

Routing
  – Per-cell routed wire length: 12.6 µm
  – Iteration-0 DRC count of the detailed router: 43
  – DRC violations left: 0
  – Number of antenna repair diodes: 0
  – Detailed Route WL: 2270 µm
  – First-pass iteration count of the detailed router: 4
  – Vias: roughly 930
  – Routed via count divided by cell count: 5.14
  – Detail Route Antenna Nets: 0

Job
  – OpenROAD warning count: 25
  – Tally of max-capacitance violations: 0
## stage by stage
step | worst slack (ps) | hold WS, ps
floorplan | 2320 | 422
global placement | 2200 | 482
detailed placement | 2170 | 503
CTS | 2150 | 525
global route | 1990 | 548
finish | 2140 | 522
## where the power goes
part | leakage (nW) | switching (W) | internal [W] | total (W)
sequential | 0.241 | 0 | 0.000275 | 0.000275
clock | 0.0228 | 0.0000686 | 0.0000676 | 0.000136
combinational | 0.238 | 0.00000157 | 0.00000180 | 0.00000337
total | 0.502 | 0.0000702 | 0.000344 | 0.000414
## logic make-up (layout without fill, tap and decap cells)
| logic type | Yosys count | count (layout) | synth area share [%] |
|---|---|---|---|
| compound gates | 19 | 19 | 9.43 |
| xor+xnor | 10 | 10 | 6.47 |
| fa+ha+maj | 1 | 1 | 0.924 |
| buf+inv | 6 | 13 | 1.66 |
| flops | 26 | 26 | 55.9 |
| mux | 1 | 1 | 0.739 |
| simple gates | 58 | 58 | 24.9 |
## worst reg2reg max path: cells and delay by family, from the launching register on
| family | cells | cell delay (ps) |
|---|---|---|
| buffers and inverters | 1 | 90 |
| DFF | 1 | 450 |
| AOI/OAI and AO/OA | 1 | 190 |
| and+or+nand+nor | 3 | 1020 |
| adders and majority gates | 1 | 200 |
## path summary, 6_finish.rpt
kind | start | endpoint | slack [ps]
setup reg to reg | CNT[0]$_SDFFCE_PN0P_ | state[1]$_DFF_PP0_ | 2140
max in group asynchronous | clear | state[0]$_DFF_PP1_ | 3210
hold reg to reg | state[3]$_DFF_PP0_ | state[2]$_DFF_PP0_ | 520
min in group asynchronous | clear | state[2]$_DFF_PP0_ | 760
hold / removal | state[3]$_DFF_PP0_ | state[2]$_DFF_PP0_ | 520
setup / recovery | CNT[0]$_SDFFCE_PN0P_ | state[1]$_DFF_PP0_ | 2140
## state kept, by name (all words and copies together) (netlist names)
signal and flops:
CNT 21, state 5
## routing by layer
metal	global-route usage (%)	routed length (µm)
met1	15.5	1160
met4	1.59	19
met3	2.21	68
met5	0	0
met2	15.2	1020
## cells in the mapped netlist
cell                       number
sky130_fd_sc_hd__a21o_1         1
sky130_fd_sc_hd__a21oi_1        4
sky130_fd_sc_hd__a22o_1         3
sky130_fd_sc_hd__a31oi_1        1
sky130_fd_sc_hd__a41o_1         1
sky130_fd_sc_hd__and2_1         3
sky130_fd_sc_hd__clkbuf_1       2
sky130_fd_sc_hd__dfrtp_1        4
sky130_fd_sc_hd__dfstp_2        1
sky130_fd_sc_hd__edfxtp_1      21
sky130_fd_sc_hd__ha_1           1
sky130_fd_sc_hd__inv_1          4
sky130_fd_sc_hd__mux2i_1        1
sky130_fd_sc_hd__nand2_1        7
sky130_fd_sc_hd__nand3_1        3
sky130_fd_sc_hd__nand4_1        2
sky130_fd_sc_hd__nand4_2        1
sky130_fd_sc_hd__nor2_1        18
sky130_fd_sc_hd__nor3_1         5
sky130_fd_sc_hd__nor3b_2        1
sky130_fd_sc_hd__nor4_1         4
sky130_fd_sc_hd__nor4_4         1
sky130_fd_sc_hd__nor4b_1        1
sky130_fd_sc_hd__o21ai_0        6
sky130_fd_sc_hd__o31a_2         2
sky130_fd_sc_hd__o31ai_1        1
sky130_fd_sc_hd__or2_2          1
sky130_fd_sc_hd__or3_1          5
sky130_fd_sc_hd__or3_2          2
sky130_fd_sc_hd__or3_4          2
sky130_fd_sc_hd__or3b_2         1
sky130_fd_sc_hd__or4_1          1
sky130_fd_sc_hd__xnor2_1        7
sky130_fd_sc_hd__xor2_1         3
## layout make-up
type                    instances  area share [%]
well taps                      52            4.33
multi-input cells              89            38.3
clock buffers                   4            3.00
flip-flops and latches         26            50.4
inverters                       4            1.00
repair buffers                  5            3.00
## placed cells by master (no fill, tap or decap), drive strengths merged, types with 2 or more instances in the layout
master,netlist,final
a21oi,4,4
a22o,3,3
and2,3,3
buf,0,2
clkbuf,2,4
clkdlybuf4s50,0,3
dfrtp,4,4
edfxtp,21,21
inv,4,4
nand2,7,7
nand3,3,3
nand4,3,3
nor2,18,18
nor3,5,5
nor4,5,5
o21ai,6,6
o31a,2,2
or3,9,9
xnor2,7,7
xor2,3,3
No activity file was given, so power comes from the tool's default toggle rates.
