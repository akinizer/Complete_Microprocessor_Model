===== config.mk =====
export PLATFORM = sky130hd
export DESIGN_NAME = display_controller
export DESIGN_NICKNAME = display_controller
export VERILOG_FILES = /design/flow/design.v
export SDC_FILE = /design/flow/constraint.sdc
export NUM_CORES = 4
export LEC_CHECK = 1
export CORE_AREA = 10 10 100 100
export DIE_AREA = 0 0 110 110

===== constraint.sdc =====
current_design display_controller

set clk_period 4.8
set clk_io_pct 0.2

create_clock -name clk0 -period $clk_period [get_ports {clk}]

set non_clock_inputs [all_inputs -no_clocks]
set_input_delay [expr $clk_period * $clk_io_pct] -clock clk0 $non_clock_inputs
set_output_delay [expr $clk_period * $clk_io_pct] -clock clk0 [all_outputs]

===== design.v =====
module display_controller (
		input logic clk, clear,
		input logic [3:0] enables, 
		input logic [3:0] digit3, digit2, digit1, digit0,
		output logic [3:0] AN,
		output logic [6:0] C,
		output logic       DP
		);
		logic [3:0] current_digit, cur_dig_AN;
		logic [6:0] segments;
      assign AN = ~(enables & cur_dig_AN); 
      assign C = ~segments;      
      assign DP = 1;             
	   localparam N=19;
	   logic [N-1:0] count;
	always_ff @(posedge clk, posedge clear)
		if(clear) count <= 0;
		else count <= count + 1;	
	always_comb
	   case (count[N-1:N-2])
		2'b00: begin current_digit = digit3; cur_dig_AN = 4'b1000; end  
		2'b01: begin current_digit = digit2; cur_dig_AN = 4'b0100; end
		2'b10: begin current_digit = digit1; cur_dig_AN = 4'b0010; end
		2'b11: begin current_digit = digit0; cur_dig_AN = 4'b0001; end
		default: begin current_digit = 4'bxxxx; cur_dig_AN = 4'bxxxx; end
	   endcase
	always_comb
		case (current_digit)
		4'b0000: segments = 7'b111_1110;   
		4'b0001: segments = 7'b011_0000;   
		4'b0010: segments = 7'b110_1101;   
		4'b0011: segments = 7'b111_1001;   
		4'b0100: segments = 7'b011_0011;   
		4'b0101: segments = 7'b101_1011;   
		4'b0110: segments = 7'b101_1111;   
		4'b0111: segments = 7'b111_0000;   
		4'b1000: segments = 7'b111_1111;   
		4'b1001: segments = 7'b111_0011;   
		4'b1010: segments = 7'b111_0111;   
		4'b1011: segments = 7'b001_1111;   
		4'b1100: segments = 7'b000_1101;   
		4'b1101: segments = 7'b011_1101;   
		4'b1110: segments = 7'b100_1111;   
		4'b1111: segments = 7'b100_0111;   
		default: segments = 7'bxxx_xxxx;
		endcase		
endmodule

===== run.sh =====
#!/bin/bash
# OpenROAD 26Q1-2900-gdf79404cd8, Yosys 0.63+post, stock flow scripts
make -C /OpenROAD-flow-scripts/flow DESIGN_CONFIG=/design/flow/config.mk WORK_HOME=/design/flow/orfs finish

==> flow_summary_export.csv <==
group,metric,value,unit
outcome,status,"complete, no violations",
power,cellPowerDensity,196,mW/mm^2
synthesis,synthesis.area,0.00118,sq mm
synthesis,ys.flops,19,
cells_and_area,largest_reg_flops,19,
min_path,worstHoldPathType,"reg2reg",
cells_and_area,largestRegisters,"count x19",
place,dpl_cell_area,0.00158,sq mm
global_routing,antenna_found_initial,0,
place,globalplace.congestion,0.800,
cells_and_area,fillCellCount,840,
sta,setup_viol,0,
place,pre_cts_slack,0.585,ns
min_path,min_path_cells,1,
synthesis,syn_avg_cell_area,10.5,sq um
cells_and_area,areaGrowthSynthToFinish,38.2,%
sta,hold_viol_final,0,
synthesis,yosysUniqueCellTypes,32,
sta,maxSlewHeadroom,52.3,%
global_routing,gr-usage-met2,5.93,%
die,die_width,110,microns
route,wire_per_inst,10.4,microns
synthesis,syn_inst,112,
sta,post-route-period-util,87.6,%
setup_path,crit_type,"in2out",
global_routing,met3_usage,1.59,%
synthesis,ys_area,0.00118,sq mm
clock_tree,cts_setup_buffers,0,
global_routing,grt-ovfl-total,0,
route,drc,0,
clock_tree,cts_resized,0,
global_routing,track_usage,4.07,%
cells_and_area,largest-register,"count",
cells_and_area,ff_latch_area,475,sq um
die,fp_util,15.1,%
route,n_antenna_cell,0,
clock_tree,clockBufferDepth,2,
global_routing,first_global_vias,872,
setup_path,arrival,3.25,ns
cells_and_area,finish.instance_area,0.00163,sq mm
synthesis,top_cell,"dfrtp_1",
route,dr.first_iter.drc_count,48,
flow_run,cap_violations,0,
power,power,0.000319,W
cells_and_area,logic_area,638,sq um
die,dieHeight,110,microns
global_routing,top_usage_layer,"met2",
setup_path,r2r_cells,5,
setup_path,crit_fanout,5,
place,dpl.hpwl,2.06,mm
die,die_area,0.0121,sq mm
clock_tree,insertion_delay,0.25,ns
synthesis,top_area_cell,"dfrtp_1",
clock_tree,htree_levels,1,
die,io_pins,34,
setup_path,start_kind,"input pin",
sta,finalWorstSetupSlack,0.593,ns
route,routed_via_density,3.68,
flow_run,warnings,29,
clock_tree,clk_pin_slew_worst_paths,0.06,ns
clock_tree,cts_hold_buf,0,
place,port_buffers,32,
setup_path,critPathRequiredTime,3.84,ns
sta,fin_skew,0.00131,ns
power,power.leakage,0.691,nW
sta,fmax,238,MHz
global_routing,grt_max_degree,20,
synthesis,ff_type,"dfrtp_1",
synthesis,yosys_cells,112,
clock_tree,cts_sinks,19,
route,first_pass_iters,4,
power,max-vdd-ir-drop,248,uV
synthesis,synthTopCellsByCount,"dfrtp_1, xnor2_1, nand2_1, nand3_1, xor2_1",
cells_and_area,drive_above_1_share,5.59,%
clock_tree,cts_tree,"built",
sta,worst_pin_slew,0.714,ns
synthesis,area_leaders,"dfrtp_1, xnor2_1, ha_1",
setup_path,critPathCaptureType,"output port",
clock_tree,root_buffer,"clkbuf_8",
route,routed_wl,2.55,mm
sta,drv_slew,0,
synthesis,async_flop_share,100,%
global_routing,use_met1,5.84,%
synthesis,synth_top_area_share,40.3,%
sta,finalCriticalPeriod,4.21,ns
synthesis,yosys_warnings,1,
route,final_antenna_net_count,0,
global_routing,grt_pass1_wl,4.12,mm
sta,fin_hold_ws,0.477,ns
sta,rsz0062_at_grt,"no",
synthesis,edf_count,0,
die,core,0.00781,sq mm
route,vias,901,
die,rows,32,
clock_tree,cts_buffers,3,
sta,fin_setup_tns,0,ns
synthesis,ys_seq_share,40.3,%
-- layer usage --
layer  vias to the layer above  wire length (microns)  part of all wire (%)
li1                        450                      -                     -
met3                         0                    282                    11
met5                         -                      0                     0
met1                       419                   1280                    50
met2                        32                    984                    39
met4                         0                      0                     0
-- worst paths after layout --
kind	from	endpoint	slack, ns
min in group asynchronous	clear	count[4]$_DFF_PP0_	1.12
min reg2reg	count[15]$_DFF_PP0_	count[15]$_DFF_PP0_	0.48
max reg2reg	count[0]$_DFF_PP0_	count[18]$_DFF_PP0_	3.10
max	digit2[0]	C[3]	0.59
min	count[15]$_DFF_PP0_	count[15]$_DFF_PP0_	0.48
max in group asynchronous	clear	count[14]$_DFF_PP0_	3.23
-- logic make-up (layout without fill, tap and decap cells) --
kind of cell	after synthesis	in the layout	share of synthesized area, %
buffers and inverters	11	42	5.52
other	1	1	0.318
flip-flops	19	19	40.3
multiplexers	7	7	10.5
XOR/XNOR	17	17	12.6
AND/OR/NAND/NOR	41	41	18.9
adder cells (fa/ha/maj)	6	6	6.37
AND-OR/OR-AND	10	10	5.41
-- through the flow --
stage,cells,util [%]
CTS,245,20.9
floorplan,112,-
detailed placement,241,20.3
global route,245,20.9
finish,245,20.9
global placement,241,20.3
-- placed cells by master, fill, tap and decap left out, types with 2 or more instances in the layout --
| cell | synthesis | layout |
|---|---|---|
| clkdlybuf4s50_1 | 0 | 32 |
| dfrtp_1 | 19 | 19 |
| xnor2_1 | 10 | 10 |
| nand2_1 | 9 | 9 |
| nand3_1 | 8 | 8 |
| xor2_1 | 7 | 7 |
| inv_1 | 6 | 6 |
| ha_1 | 6 | 6 |
| nor2_1 | 5 | 5 |
| nand4_1 | 4 | 4 |
| and3_1 | 4 | 4 |
| mux4_2 | 3 | 3 |
| mux2i_1 | 3 | 3 |
| o21ai_0 | 3 | 3 |
| clkbuf_8 | 0 | 3 |
| nor3_1 | 2 | 2 |
| or2b_1 | 2 | 2 |
| o22ai_1 | 2 | 2 |
| nand3b_1 | 2 | 2 |
-- final cells by class --
| type | count | share of cell area, % |
|---|---|---|
| inverter | 6 | 1.38 |
| multi-input combinational | 82 | 39.2 |
| clock buffer | 4 | 2.76 |
| sequential | 19 | 29.2 |
| tap | 102 | 7.83 |
| timing repair buffer | 32 | 19.7 |
-- power breakdown --
group	switching (W)	internal, W
clock	0.0000479	0.0000589
sequential	0	0.000160
combinational	0.0000181	0.0000335
total	0.0000660	0.000253
-- worst max-delay path, stage by stage --
cell and delay [ns]:
clkdlybuf4s50_1 0.39, mux4_1 0.60, inv_1 0.16, ha_1 0.29, and3_1 0.16, nor3_1 0.18
clkdlybuf4s50_1 0.50
Power is estimated from default activity; no workload was simulated.
